**design/flow/design.v**
```verilog
module KeyboardCoder(
    input  wire [9:0] keyboard,
    input  wire enn,
    output reg  [3:0] data,
    output reg  valid_input
);
    always @(enn, keyboard) begin
        if (~enn) begin
            if (keyboard[9])
                data = 9;
            else if (keyboard[8])
                data = 8;
            else if (keyboard[7])
                data = 7;
            else if (keyboard[6])
                data = 6;
            else if (keyboard[5])
                data = 5;
            else if (keyboard[4])
                data = 4;
            else if (keyboard[3])
                data = 3;
            else if (keyboard[2])
                data = 2;
            else if (keyboard[1])
                data = 1;
            else
                data = 0;
            valid_input = (keyboard != 0);
        end
        else begin
            data = 0;
            valid_input = 0;
        end
    end
endmodule
module KeyboardCoder_tb;
    reg  [9:0] kbd;
    reg  en;
    wire [3:0] out;
    wire valid_input;
    KeyboardCoder coder(kbd, en, out, valid_input);
    initial begin
        $dumpfile("KeyboardCoder.vcd");
        $dumpvars(0, KeyboardCoder_tb);
        en=1; kbd=10'b0000000001; #10;
        en=0; kbd=10'b0000000001; #10;
        en=0; kbd=10'b0000000010; #10;
        en=1; kbd=10'b0001000000; #10;
        en=0; kbd=10'b0001000000; #10;
        en=0; kbd=10'b0000000000; #10;
        en=1; kbd=10'b0000000000; #10;
        en=0; kbd=10'b0100000100; #10;
    end
endmodule
```
**design/flow/run.sh**
```bash
#!/bin/bash
# OpenROAD 26Q1-2900-gdf79404cd8, Yosys 0.63+post, stock flow scripts
make -C /OpenROAD-flow-scripts/flow DESIGN_CONFIG=/design/flow/config.mk WORK_HOME=/design/flow/orfs finish
```
**design/flow/config.mk**
```make
export PLATFORM = sky130hd
export DESIGN_NAME = KeyboardCoder
export DESIGN_NICKNAME = KeyboardCoder
export VERILOG_FILES = /design/flow/design.v
export SDC_FILE = /design/flow/constraint.sdc
export NUM_CORES = 4
export LEC_CHECK = 1
export CORE_AREA = 10 10 70 70
export DIE_AREA = 0 0 80 80
```
**design/flow/constraint.sdc**
```tcl
current_design KeyboardCoder

set clk_period 1.2
set clk_io_pct 0.2

create_clock -name clk0 -period $clk_period

set non_clock_inputs [all_inputs -no_clocks]
set_input_delay [expr $clk_period * $clk_io_pct] -clock clk0 $non_clock_inputs
set_output_delay [expr $clk_period * $clk_io_pct] -clock clk0 [all_outputs]
```
==> reports/metrics.csv <==
stage,metric,value,unit
detailed_routing,drc,0,
pwr,power_density,263,nW/µm²
timing,final.min_clock_period,1.34,ns
hold_path,worst_hold_path_type,in -> out,
cells_and_area,ff_count,0,
pwr,power.internal,0.0534,mW
worst_setup_path,arrival,1.10,ns
pwr,seq_power_share,0,
placed_design,gp_routability_congestion,0.707,
logic_synthesis,yosys_area,100,µm²
timing,period_used_share,1.12,
worst_setup_path,critPathCaptureType,output pin,
logic_synthesis,syn_inst,17,
global_routing,use_met1,0.0224,
cells_and_area,final.fill_count,402,
cells_and_area,area_delta_synth_final,259,%
die,fp-utilization,0.0293,
global_routing,grt_overflow,0,
worst_setup_path,crit_path_top_delay_cell,a221o_1,
logic_synthesis,xor_share,0,
pwr,clock_power_share,0,
logic_synthesis,logic_family,simple AND/OR/NAND/NOR gates,
outcome,status,"finished, violations left",
detailed_routing,drtIter0Drc,12,
die,io_pins,16,
logic_synthesis,synthAoiAreaFrac,0.450,
detailed_routing,avgRoutedWirePerCell,9.31,µm
worst_setup_path,crit_path_start_kind,input pin,
timing,final-max-slew-violation-count,0,
global_routing,grt_max_degree,6,
die,die_w,80,µm
timing,hold_slack,0.852,ns
logic_synthesis,top_area_cell,nor2_1,
placed_design,dp_hpwl,629,µm
pwr,p_switching,0.0411,mW
cells_and_area,clock_buffers,0,
worst_setup_path,cp.required,0.96,ns
detailed_routing,drt-vias-per-instance,2.57,
logic_synthesis,avgSynthCellArea,5.89,µm²
die,die_h,80,µm
logic_synthesis,top_area_frac,0.225,
global_routing,grt_util_met3,0.0114,
placed_design,dp_cells,80,
logic_synthesis,synth_cell_types,9,
hold_path,hold_start,keyboard[7],
global_routing,grt_pass1_vias,204,
global_routing,busiest_layer,met2,
worst_setup_path,crit_start,keyboard[2],
clock_network,cts_hold_buf,0,
logic_synthesis,mux_share,0,
detailed_routing,n_antenna_cell,0,
cells_and_area,layout-drive-gt1-share,0.714,
logic_synthesis,synth_top_cell_by_count,nor2_1,
global_routing,grt_use_met2,0.0401,
timing,finalWorstSetupSlack,-0.142,ns
pwr,switching_share,0.435,
worst_setup_path,worstPathCellList,"buf_8, nand2b_4, a221o_1, a221oi_2, buf_2",
timing,relSlewSlack,0.839,
detailed_routing,vias,208,
die,core_area,3420,µm²
placed_design,numPortBuffers,16,
logic_synthesis,yosysWarnings,1,
run,maxCapViolCount,0,
timing,fmax,745,MHz
worst_setup_path,crit_path_max_incr_delay,0.30,ns
worst_setup_path,crit_path_max_fanout,2,
pwr,total_leakage_power,0.137,nW
placed_design,postPlaceCellArea,325,µm²
worst_setup_path,worst-setup-path-type,in -> out,
die,rows,21,
timing,fin_setup_tns,-0.184,ns
detailed_routing,firstDrtPassIters,2,
logic_synthesis,postSynthSeqShare,0,
outcome,violations,negative setup slack,
detailed_routing,antenna_left,0,
timing,worst_slew_pin_slew,0.239,ns
logic_synthesis,syn_area,100,µm²
logic_synthesis,yosys_cells,17,
pwr,peakVddDrop,0.0000299,V
global_routing,antenna_found_initial,0,
timing,setup_violations,2,
logic_synthesis,topCellsByArea,"nor2_1 (22%), nor4_1 (19%), a221oi_2 (15%), a221o_1 (10%), a2111oi_0 (8.8%)",
worst_setup_path,cp_num_buf_inv,2,
cells_and_area,final_cell_area,359,µm²
cells_and_area,final_cells,81,
run,warnings,34,
pwr,p_comb_frac,1.000,
logic_synthesis,simple_gate_area_frac,0.475,
cells_and_area,seqCellArea,0,µm²
global_routing,grt_pass1_wl,1110,µm
global_routing,grt_use_total,0.0217,
worst_setup_path,crit_family,AND-OR/OR-AND gates,
logic_synthesis,synthTopCellsByCount,"nor2_1 (6), nor4_1 (3), inv_1 (2)",
logic_synthesis,adder_share,0,
die,die_area,6400,µm²
detailed_routing,wl,754,µm
timing,rsz0062_at_grt,true,
timing,hold_viol,0,
-- layer usage --
metal / share of wire / wire, µm / vias to the layer above
met3: 0.14 / 106 / 0
met1: 0.35 / 267 / 94
met2: 0.50 / 380 / 9
met5: 0 / 0 / -
met4: 0 / 0 / 0
li1: - / - / 105
-- power by group through the flow --
stage	sequential (mW)	combinational, mW	clock [mW]
CTS	0	0.0907	0
global route	0	0.103	0
finish	0	0.0945	0
-- worst paths after layout --
kind / end / slack [ns] / cells past startpoint
worst max-delay path: data[0] / -0.14 / 5
worst min-delay path: valid_input / 0.85 / 4
-- cells by family (layout without fill, tap and decap cells) --
group,Yosys count,in the layout
AND-OR/OR-AND,5,5
buffers and inverters,2,20
AND/OR/NAND/NOR,10,10
-- worst min-delay path, stage by stage --
cell     delay, ns
buf_8         0.08
nor4_4        0.04
a31oi_1       0.13
buf_2         0.12
-- through the flow --
step / util / setup slack (ns) / power, mW
4_1_cts: 0.102 / -0.176 / 0.0907
2_1_floorplan: - / 0.146 / 0.0164
3_3_place_gp: 0.0952 / -0.915 / 0.0868
5_1_grt: 0.105 / -0.178 / 0.103
3_5_place_dp: 0.0952 / -0.919 / 0.0867
6_report: 0.105 / -0.142 / 0.0945
-- area by class of cell --
cell class | instances | area (µm²) | share of cell area
tap | 46 | 57.6 | 0.160
multi-input combinational | 15 | 148 | 0.411
timing repair buffer | 18 | 146 | 0.408
inverter | 2 | 7.51 | 0.0209
-- cells in the final DEF, fill, tap and decap left out --
master	count
dlygate4sd2_1	1
clkdlybuf4s15_2	3
inv_1	2
buf_8	2
a221oi_2	1
clkbuf_2	1
nor2_1	4
a221o_1	1
a2111oi_2	1
nor4_2	1
a31oi_1	1
nand2b_4	1
buf_2	7
nor4_4	2
buf_4	3
o21ai_1	1
buf_6	1
nor2_2	2
-- timing repair --
| action | CTS | global route |
|---|---|---|
| pin swaps | 7 | 6 |
| setup buffers | 1 | 0 |
| endpoints found under the hold margin | 0 | 0 |
| setup endpoints to repair | 5 | 3 |
| resized | 66 | 7 |
No activity file was given, so power comes from the tool's default toggle rates.
